### flow/design.v
module radix4(
  input clk, rst, start, 
  input [7:0]inbus,
  output reg [15:0]outbus,
  output reg stop);
  reg [7:0] A_reg, A_next, M_reg, M_next, Q_reg, Q_next;
  reg Q;
  reg [3:0]state_reg, state_next;
  reg [1:0]count;
  reg [15:0] OUTBUS_next;
  wire aux;
  assign aux = A_reg[7];
  always @(posedge clk, negedge rst)
    begin
      if(!rst)
        begin
          A_reg<=8'd0;
          Q_reg<=8'd0;
          M_reg<=8'd0;
          outbus=16'd0;
          state_reg <= 4'd0;
          stop<=1'd0;
        end
      else
        begin
          A_reg<=A_next;
          Q_reg<=Q_next;
          M_reg<=M_next;
          state_reg <= state_next;
          outbus <= OUTBUS_next;
        end
      end
      always@(*)
      begin
        A_next=A_reg;
        Q_next=Q_reg;
        M_next=M_reg;
        state_next = state_reg;
        OUTBUS_next = outbus;
        case(state_reg)
            4'd0 : begin
              Q_next=inbus;
              A_next<=8'd0;
              Q=1'd0;
              count=2'd0;
              state_next=4'd1;
            end
            4'd1 : begin
              M_next=inbus;
              state_next=4'd11;
            end
            4'd11:
          begin
            case({Q_reg[1:0],Q})
              3'd0:
                state_next=4'd6;
              3'd1:
                state_next=4'd2;
              3'd2:
                state_next=4'd2;
              3'd3:
                state_next=4'd4;
              3'd4:
                state_next=4'd5;
              3'd5:
                state_next=4'd3;
              3'd6:
                state_next=4'd3;
              3'd7:
                state_next=4'd6;
            endcase
          end
              4'd2 : begin
                  A_next = A_reg + M_reg;
                  state_next=4'd6;
                end
              4'd3 : begin
                  A_next = A_reg - M_reg;
                  state_next=4'd6;
                 end
              4'd4 : begin
                 A_next = A_reg + {M_reg,1'b1};
                  state_next=4'd6;
               end
               4'd5 : begin
                 A_next = A_reg -  {M_reg,1'b1};
                  state_next=4'd6;
               end           
               4'd6 : begin
                 {A_next[5:0],Q_next,Q} = {A_reg , Q_reg[7:1]};
                 A_next[7]=aux;
                 A_next[6]=aux;
                 if(count==2'd3)
                  state_next=4'd8;
                else
                  state_next=4'd7;
               end
               4'd7: begin
                 count=count+1;
                state_next=4'd11;
                  end     
                4'd8: begin
                  OUTBUS_next[7:0] = Q_next;
                  state_next = 4'd9;
                end
                4'd9: begin
                  OUTBUS_next[15:8] = A_next;
                  state_next = 4'd10;
                end
                4'd10:
                  stop = 1'd1;
              endcase
            end
          endmodule
### flow/run.sh
#!/bin/bash
# OpenROAD 26Q1-2900-gdf79404cd8, Yosys 0.63+post, stock flow scripts
make -C /OpenROAD-flow-scripts/flow DESIGN_CONFIG=/design/flow/config.mk WORK_HOME=/design/flow/orfs finish
### flow/config.mk
export PLATFORM = sky130hd
export DESIGN_NAME = radix4
export DESIGN_NICKNAME = radix4
export VERILOG_FILES = /design/flow/design.v
export SDC_FILE = /design/flow/constraint.sdc
export NUM_CORES = 4
export LEC_CHECK = 1
export CORE_UTILIZATION = 30
### flow/constraint.sdc
current_design radix4

set clk_period 4.1
set clk_io_pct 0.2

create_clock -name clk0 -period $clk_period [get_ports {clk}]

set non_clock_inputs [all_inputs -no_clocks]
set_input_delay [expr $clk_period * $clk_io_pct] -clock clk0 $non_clock_inputs
set_output_delay [expr $clk_period * $clk_io_pct] -clock clk0 [all_outputs]
==> impl_metrics.toml <==
# implementation run metrics
[timing]
slew_viol_final = 0
period_used_share = 0.600
skew_ns = 0.00506
max_freq_ghz = 0.407
setup_viol = 0
maxSlewHeadroom = 0.433
rsz0062_at_grt = "false"
timing.setup.tns_ns = 0
untimed_endpoints = 3
hold_viol_final = 0
unclocked_pins = 3
fin_crit_ns = 2.46
fin_ws_ns = 1.64
tightest_slew_ns = 0.844

[synthesis]
synth_area_leader_cell = "dfrtp_1"
ys_sh_xor = 0.0233
syn-instance-count = 367
top_cell_area_share = 0.325
ys_cells = 367
yosys_warnings = 4
topCombFamilyByArea = "AND-OR/OR-AND gates"
ys_async_sr_fraction = 0.936
synth.area.top_cells = "dfrtp_1 (33%), ha_1 (11%), mux2_1 (5.7%)"
aoi_share = 0.204
flop_cell = "dfrtp_1"
simple_gate_area_frac = 0.149
top_cell = "dfrtp_1"
netlist_top_cells_count = "dfrtp_1 (44), nand2_1 (35), ha_1 (29)"
syn_area_mm2 = 0.00339
edf_count = 0
yosys_area_mm2 = 0.00339
avgSynthCellArea_um2 = 9.23
ys_sh_adder = 0.131
mux_share = 0.0891
synth_cell_types = 63
synth-seq-cells = 47

[run_status]
status = "complete, no violations"

[routing]
num_antenna_cells = 0
wl_mm = 8.24
routedWlPerCell_um = 15.6
drt_iter0_drc = 177
drc = 0
drtAntennaViolNets = 0
viasPerCell = 5.28
vias = 2788
drt_pass1_iterations = 4

[final_layout]
largest_register_ffs = 16
drive_above_1_share = 0.0593
n_fill_cell = 1113
syn_to_final_growth_pct = 15.2

[global_routing]
grt_usage = 0.150
antenna_found_initial = 0
grt_pass1_wl_mm = 13.4
grtUsageMet2 = 0.218
grt_util_met1 = 0.236
grt.overflow.total = 0
grt.met3_usage = 0.0331
gr-max-usage-layer = "met1"
grt_pass1_vias = 2574
grt_start_max_net_pins = 45

[clock_network]
cts_tree = "done"
numCtsBuffers = 5
htree_levels = 2
clockBufferDepth = 2
postCtsSetupRepairBufs = 0
cts_resized = 0
root_buffer = "clkbuf_16"
clk_pin_slew_ns = 0.07
clk-insertion-delay-late_ns = 0.28
hold_buffers = 0

[place]
gp_congestion = 0.984
post-dp-hpwl_mm = 6.02
port_buffers = 25
pre_cts_ws_ns = 1.65

[die]
fp.dieW_um = 108
die_h_um = 108
die-area_mm2 = 0.0117
core_mm2 = 0.0109
ios = 28
initial_core_util = 0.310
rows = 38

[setup_path]
endpoint_kind = "flip-flop"
slowest_delay_ns = 0.64
worstPathMaxFanout = 11
slowest_stage = "dfrtp_1"
cp.required_ns = 4.25
crit_arrival_ns = 2.61
cp_cell_sequence = "ha_1 -> inv_1 -> fa_1 -> o21ba_1 -> o21ai_1 -> a221oi_1 -> a221oi_1 -> o211ai_1"
path_class = "flip-flop to flip-flop"
worst_path_most_repeated_cell = "a221oi_1"
start_kind = "flip-flop"

[run]
drv_cap = 0
warning_count = 41

[pwr]
power_switching_w = 0.00128
switching_share = 0.431
pwr-share-clk = 0.160
p_seq_frac = 0.297
p_leak_nw = 1.67
internal_power_w = 0.00169
comb_power_share = 0.543
vdd_drop_max_mv = 0.260
p_per_area_mw_per_mm2 = 762

[min_path]
hold_path_class = "flip-flop to flip-flop"
-- through the flow --
stage | std cells | hold slack (ns) | cell area [um2] | total power [W] | utilization
floorplan | 367 | 0.433 | 3390 | 0.00203 | -
global placement | 520 | 0.470 | 3720 | 0.00248 | 0.341
detailed placement | 520 | 0.475 | 3720 | 0.00248 | 0.341
CTS | 528 | 0.491 | 3900 | 0.00298 | 0.357
global route | 528 | 0.505 | 3900 | 0.00323 | 0.357
finish | 528 | 0.488 | 3900 | 0.00297 | 0.357
-- cell usage in the layout (no fill, tap or decap), types with 3 or more instances in the layout --
cell type,synthesis,final
or3_1,5,5
a22oi_1,3,3
a21oi_1,18,18
nor2_1,25,25
nand2b_1,7,7
mux2i_1,11,11
a31oi_1,3,3
nor3_1,9,9
buf_4,1,4
clkdlybuf4s50_1,0,24
mux2_1,17,17
dfrtp_1,44,44
o211ai_1,5,5
fa_1,4,4
clkbuf_16,0,5
nand2_1,35,35
nand3_1,6,6
nor2b_1,6,6
o2111ai_1,4,4
dlxtn_1,3,3
ha_1,29,29
o21ai_0,10,10
inv_1,27,27
a221oi_1,5,5
a21o_1,3,3
o21ai_1,20,20
xnor2_1,7,7
-- logic make-up (layout without fill, tap and decap cells) --
group / Yosys count / in the layout
multiplexers: 28 / 28
buffers and inverters: 44 / 65
latches: 3 / 3
flip-flops: 44 / 44
other: 1 / 1
XOR/XNOR: 9 / 9
adder cells (fa/ha/maj): 33 / 33
AND/OR/NAND/NOR: 105 / 105
AND-OR/OR-AND: 100 / 100
-- critical path: cells and delay by family, from the launching register on --
family,cells,cell delay [ns]
buffers and inverters,1,0.06
DFF,1,0.64
AOI/OAI and AO/OA,5,0.99
adders and majority gates,2,0.64
-- final cells by class --
type / count / area [um2] / share of cell area
Clock buffer: 6 / 139 / 0.0356
Clock inverter: 2 / 38.8 / 0.00994
Timing Repair Buffer: 29 / 275 / 0.0706
Multi-Input combinational cell: 276 / 2020 / 0.518
Sequential cell: 47 / 1150 / 0.294
Inverter: 28 / 105 / 0.0269
Tap cell: 140 / 175 / 0.0449
-- power by group through the flow --
stage	Combinational, W	Sequential (W)	Clock [W]
after CTS	0.00161	0.000885	0.000487
after global routing	0.00181	0.000919	0.000507
final	0.00161	0.000883	0.000477
-- layer usage --
metal  routed length [um]  part of all wire
met4                   55            0.0067
met2                 3660              0.44
met1                 3940              0.48
met5                    0                 0
met3                  584             0.071
-- final timing paths --
| check | from | endpoint | slack [ns] | cells past startpoint |
|---|---|---|---|---|
| min in group asynchronous | rst | A_reg[4]$_DFFE_PN0P_ | 0.62 | 2 |
| min reg2reg | outbus[6]$_DFFE_PN0P_ | outbus[6]$_DFFE_PN0P_ | 0.49 | 1 |
| min | outbus[6]$_DFFE_PN0P_ | outbus[6]$_DFFE_PN0P_ | 0.49 | 1 |
| max | A_reg[0]$_DFFE_PN0P_ | A_reg[6]$_DFFE_PN0P_ | 1.64 | 8 |
| max reg2reg | A_reg[0]$_DFFE_PN0P_ | A_reg[6]$_DFFE_PN0P_ | 1.64 | 8 |
| max in group asynchronous | rst | outbus[15]$_DFFE_PN0P_ | 3.09 | 2 |
Power figures rest on the tool's default switching activity, not on a simulated workload.
